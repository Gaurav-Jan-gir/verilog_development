--- run.sh ---
#!/bin/bash
# OpenROAD 26Q1-2900-gdf79404cd8, Yosys 0.63+post, stock flow scripts
make -C /OpenROAD-flow-scripts/flow DESIGN_CONFIG=/design/flow/config.mk WORK_HOME=/design/flow/orfs finish
--- config.mk ---
export PLATFORM = sky130hd
export DESIGN_NAME = alu
export DESIGN_NICKNAME = alu
export VERILOG_FILES = /design/flow/design.v
export SDC_FILE = /design/flow/constraint.sdc
export NUM_CORES = 4
export LEC_CHECK = 1
export CORE_AREA = 10 10 70 70
export DIE_AREA = 0 0 80 80
--- constraint.sdc ---
current_design alu

set clk_period 1.5
set clk_io_pct 0.2

create_clock -name clk0 -period $clk_period

set non_clock_inputs [all_inputs -no_clocks]
set_input_delay [expr $clk_period * $clk_io_pct] -clock clk0 $non_clock_inputs
set_output_delay [expr $clk_period * $clk_io_pct] -clock clk0 [all_outputs]
--- design.v ---
module alu(
    input [1:0] A, B,
    input [2:0] sel,
    output reg [4:0] out
);
always @(*) begin
    case (sel)
    3'b000: out = A + B;  
    3'b001: out = A - B;  
    3'b010: out = A * B;  
    3'b011: begin
        case(B)
            2'b00: out = 5'b00001;  
            2'b01: out = A;     
            2'b10: out = A * A;  
            2'b11: out = A * A * A;  
        endcase
    end
    3'b100: out = A & B;  
    3'b101: out = A | B;  
    3'b110: out = A ^ B;  
    3'b111: out = ~(A | B);  
    endcase
end
endmodule
==> out/summary.rpt <==
================================================================================
HPWL after detailed placement                                            1.11 mm
Number of placed instances, taps included                                    129
Launch instance of the worst min-delay path                                 A[0]
Setup-failing EPs final                                                        5
Worst setup slack after placement                                       -1.22 ns
Detailed Route Iter0 Violations                                               40
Via count of the first global-routing pass                                   525
Cell row count                                                                21
Number of flip-flops and latches                                               0
Top-Level Pins                                                                12
Final std cells w/o fill                                                     138
Global placer's final weighted congestion                                  0.895
Required time worst endpoint                                             1.20 ns
Final design utilization                                                   0.274
Worst max-slew margin expressed relative to the limit                      0.806
Hold Crit Endpoint                                                        out[3]
Largest net degree at the start of global routing                             13
Cell variety after synth                                                      29
Port Buffer Count                                                             12
Final Cell Area                                                        937 sq um
Number of antenna violations at the first check in global routing              0
Critical path type                                                        in2out
Count of hold-fix buffers inserted at cts                                      0
Result of the run                                                   complete, but fails checks
Critical path launch point type                                        input pin
Worst hold slack                                                         1.11 ns
Global-route wire length before repair                                   2.48 mm
FP Util                                                                    0.132
Drt wl/cell                                                              11.0 um
Maximum ir drop on the vdd rail                                        0.0523 mV
Worst Path Max Fanout                                                          2
Total of fill cells in the finished design                                   355
Yosys synthesis warning count                                                  1
Average size of a mapped cell                                         7.61 sq um
Pre-antenna DRT Iters                                                          4
Via-per-instance ratio                                                      4.00
Core area                                                             3420 sq um
Instance count along the most critical hold path                               6
Failing checks                                                      setup timing
Diodes inserted                                                                0
Post-synth area from yosys stat                                        449 sq um
Arrival time reported for the critical path endpoint                     1.54 ns
Final count of pins violating max slew                                         0
Share of cells above drive strength 1                                      0.630
Cells in synth_stat.txt                                                       59
Grt total ovfl                                                                 0
Leakage power                                                           0.398 nW
Final routed wirelength across all metal layers                          1.52 mm
Count of vias placed by the detailed router                                  552
Area of the chip                                                      6400 sq um
Fin crit share                                                              1.23
Post-synthesis to final-layout area growth                                  109%
Highest achievable clock rate                                          0.543 GHz
Cell area after synthesis                                              449 sq um
Total routing resource utilization after global routing                   0.0454
Crit. End Element                                                    output port
Horizontal die dimension                                                   80 um
Fin worst setup slack                                                  -0.342 ns
Min cycle time layout                                                    1.84 ns
Power density of the placed cells                                    246 nW/um^2
Total tool warning count                                                      38
Residual DRC                                                                   0
Routed Antenna Nets                                                            0
Critical path origin                                                        B[0]
Classification of the worst-slack hold path                               in2out
Setup repair after global routing missed its margin                         true
Max capacitance violation total                                                0
Die extent in y                                                            80 um
Gate count after technology mapping                                           59
Sequential cell area fraction in the yosys report                              0
Final Hold Fails                                                               0
Cell Area, Placed                                                      732 sq um
Transition time of the tightest slew-check pin                          0.289 ns
Clkbuf count                                                                   0
Area occupied by registers                                               0 sq um
================================================================================
-- worst max-delay path: stages --
cell and delay [ns]:
sky130_fd_sc_hd__buf_8 0.10, sky130_fd_sc_hd__buf_6 0.12, sky130_fd_sc_hd__ha_4 0.16, sky130_fd_sc_hd__fa_2 0.53, sky130_fd_sc_hd__nor4_2 0.04, sky130_fd_sc_hd__a41oi_1 0.16, sky130_fd_sc_hd__buf_2 0.13
-- Yosys cell counts --
cell type | number | area [sq um]
sky130_fd_sc_hd__a211o_1 | 1 | 8.76
sky130_fd_sc_hd__a211oi_1 | 1 | 7.51
sky130_fd_sc_hd__a21boi_0 | 1 | 7.51
sky130_fd_sc_hd__a21o_1 | 1 | 7.51
sky130_fd_sc_hd__a21oi_1 | 1 | 5.00
sky130_fd_sc_hd__a31oi_1 | 2 | 12.5
sky130_fd_sc_hd__a41oi_1 | 1 | 8.76
sky130_fd_sc_hd__and2_1 | 3 | 18.8
sky130_fd_sc_hd__and2b_1 | 1 | 7.51
sky130_fd_sc_hd__buf_2 | 1 | 5.00
sky130_fd_sc_hd__buf_6 | 2 | 22.5
sky130_fd_sc_hd__fa_1 | 2 | 40.0
sky130_fd_sc_hd__ha_1 | 7 | 87.6
sky130_fd_sc_hd__inv_1 | 6 | 22.5
sky130_fd_sc_hd__mux2_2 | 1 | 11.3
sky130_fd_sc_hd__mux2i_1 | 1 | 10.0
sky130_fd_sc_hd__nand2_1 | 4 | 15.0
sky130_fd_sc_hd__nand2_4 | 1 | 11.3
sky130_fd_sc_hd__nand2b_1 | 1 | 6.26
sky130_fd_sc_hd__nand3_1 | 3 | 15.0
sky130_fd_sc_hd__nor2_1 | 5 | 18.8
sky130_fd_sc_hd__nor3b_1 | 1 | 7.51
sky130_fd_sc_hd__nor4_1 | 2 | 12.5
sky130_fd_sc_hd__nor4_2 | 1 | 12.5
sky130_fd_sc_hd__nor4_4 | 1 | 21.3
sky130_fd_sc_hd__o21ai_0 | 5 | 25.0
sky130_fd_sc_hd__o21ai_1 | 1 | 5.00
sky130_fd_sc_hd__o221ai_1 | 1 | 8.76
sky130_fd_sc_hd__or2b_1 | 1 | 7.51
-- worst max-delay path by stage --
| stage | slack (ns) | to |
|---|---|---|
| after CTS | -0.40 | out[1] |
| after global routing | -0.40 | out[1] |
| final | -0.34 | out[1] |
-- where the power goes --
group	leakage (nW)	internal, mW	total [mW]	switching, mW
combinational	0.398	0.127	0.230	0.104
clock	0	0	0	0
sequential	0	0	0	0
total	0.398	0.127	0.230	0.104
-- placed cells by master, fill, tap and decap left out, drive strengths merged --
master / netlist / final
mux2: 1 / 1
fa: 2 / 2
o221ai: 1 / 1
nor3b: 1 / 1
o21ai: 6 / 6
and2: 3 / 3
a21boi: 1 / 1
nand2b: 1 / 1
dlygate4sd2: 0 / 2
ha: 7 / 7
clkdlybuf4s15: 0 / 1
a211o: 1 / 1
a41oi: 1 / 1
mux2i: 1 / 1
or2b: 1 / 1
and2b: 1 / 1
clkinv: 0 / 1
a21o: 1 / 1
nor2: 5 / 5
nand3: 3 / 3
a211oi: 1 / 1
a31oi: 2 / 2
a21oi: 1 / 1
buf: 3 / 33
nand2: 5 / 5
inv: 6 / 5
nor4: 4 / 4
-- cell families after synthesis --
| kind of cell | count (synthesis) | share of synthesized area |
|---|---|---|
| AND-OR/OR-AND | 15 | 0.214 |
| adder cells (fa/ha/maj) | 9 | 0.284 |
| buffers and inverters | 9 | 0.111 |
| multiplexers | 2 | 0.0474 |
| AND/OR/NAND/NOR | 24 | 0.343 |
-- per-layer routing --
metal  up-vias  GRT usage  part of all wire
li1        279          -                 -
met1       264     0.0683              0.51
met2         9     0.0682              0.44
met3         0    0.00909             0.049
met4         0          0                 0
met5         -          0                 0
-- timing repair --
action,in CTS,in global routing
buffers inserted,6,3
hold endpoints to repair,0,0
pin swaps,14,9
resized,74,7
endpoints found under the setup margin,5,5
-- per-stage QoR --
stage / setup TNS (ns) / power, mW
after global routing: -1.70 / 0.254
after CTS: -1.44 / 0.214
after global placement: -5.41 / 0.177
final: -1.37 / 0.230
after floorplan: -0.0657 / 0.0853
after detailed placement: -5.42 / 0.178
-- layout make-up --
cell class                      instances  area, sq um  area share
Inverter                                6         40.0      0.0427
Multi-Input combinational cell         50          520       0.555
Tap cell                               46         57.6      0.0614
Timing Repair Buffer                   36          319       0.340
Power and IR drop assume default switching activity.
