## flow/constraint.sdc

```tcl
current_design adder_16

set clk_period 12.0
set clk_io_pct 0.2

create_clock -name clk0 -period $clk_period

set non_clock_inputs [all_inputs -no_clocks]
set_input_delay [expr $clk_period * $clk_io_pct] -clock clk0 $non_clock_inputs
set_output_delay [expr $clk_period * $clk_io_pct] -clock clk0 [all_outputs]
```

## flow/design.v

```verilog
module adder_16(sum, a, b, sign, parity, overflow, cout);
    input [15:0] a, b;
    output [15:0] sum;
    output sign, parity, overflow, cout;
    hybrid_adder_16 ha(sum, cout, a, b, 1'b0);
    assign sign = sum[15];
    assign parity = ~^sum;
    assign overflow = (a[15] == b[15]) && (sum[15] != a[15]);
endmodule
module hybrid_adder_16(sum, cout, a, b, cin);
    input [15:0] a,b;
    input cin;
    output [15:0] sum;
    output cout;
    wire [2:0] c;
    carry_look_ahead_adder_4 cla0(a[3:0], b[3:0], cin, sum[3:0], c[0]);
    carry_look_ahead_adder_4 cla1(a[7:4], b[7:4], c[0], sum[7:4], c[1]);
    carry_look_ahead_adder_4 cla2(a[11:8], b[11:8], c[1], sum[11:8], c[2]);
    carry_look_ahead_adder_4 cla3(a[15:12], b[15:12], c[2], sum[15:12], cout);
endmodule
module full_adder(a, b, cin, sum, cout);
    input a, b, cin;
    output sum, cout;
    assign sum = a ^ b ^ cin;
    assign cout = (a & b) | (cin & (a ^ b));
endmodule
module ripple_carry_adder_4(a, b, cin, sum, cout);
    input [3:0] a,b;
    input cin;
    output [3:0] sum;
    output cout;
    wire [2:0] c;
    full_adder fa0(a[0], b[0], cin, sum[0], c[0]);
    full_adder fa1(a[1], b[1], c[0], sum[1], c[1]);
    full_adder fa2(a[2], b[2], c[1], sum[2], c[2]);
    full_adder fa3(a[3], b[3], c[2], sum[3], cout);
endmodule
module ripple_carry_adder_16(a, b, cin, sum, cout);
    input [15:0] a,b;
    input cin;
    output [15:0] sum;
    output cout;
    wire [2:0] c;
    ripple_carry_adder_4 rca0(a[3:0],b[3:0], cin, sum[3:0], c[0]);
    ripple_carry_adder_4 rca1(a[7:4],b[7:4], c[0], sum[7:4], c[1]);
    ripple_carry_adder_4 rca2(a[11:8],b[11:8], c[1], sum[11:8], c[2]);
    ripple_carry_adder_4 rca3(a[15:12],b[15:12], c[2], sum[15:12], cout);
endmodule
module carry_look_ahead_adder_4(a, b, cin, sum, cout);
    input [3:0] a,b;
    input cin;
    output [3:0] sum;
    output cout;
    wire [3:0] p, g, c;
    assign p = a ^ b;  
    assign g = a & b;  
    assign c[0] = cin;
    assign c[1] = g[0] | (p[0] & c[0]);
    assign c[2] = g[1] | (p[1] & c[1]);
    assign c[3] = g[2] | (p[2] & c[2]);
    assign sum = p ^ c;
    assign cout = g[3] | (p[3] & c[3]);
endmodule
```

## flow/config.mk

```make
export PLATFORM = sky130hd
export DESIGN_NAME = adder_16
export DESIGN_NICKNAME = adder_16
export VERILOG_FILES = /design/flow/design.v
export SDC_FILE = /design/flow/constraint.sdc
export NUM_CORES = 4
export LEC_CHECK = 1
export CORE_AREA = 10 10 70 70
export DIE_AREA = 0 0 80 80
```

## flow/run.sh

```bash
#!/bin/bash
# OpenROAD 26Q1-2900-gdf79404cd8, Yosys 0.63+post, stock flow scripts
make -C /OpenROAD-flow-scripts/flow DESIGN_CONFIG=/design/flow/config.mk WORK_HOME=/design/flow/orfs finish
```

==> notes.md <==
The flow completed. The leakage component of the power was reported as 0.5595 nW. Leaving out fill and tap cells, the most frequent cell in the layout is sky130_fd_sc_hd__clkdlybuf4s50_1. Largest voltage drop on the vdd net landed at 0.03301 mV.

STA classifies the critical path startpoint as an input pin. 0 antenna diodes ended up in the layout. Looking at hold timing, the worst path starts from b[15]. The layout report lists the combined flip-flop and latch area as 0 um2. Hold violation total from the final report landed at 0.

The detailed router reports a met2 wire length of ~930 um. Count of unique library cells instantiated by Yosys landed at 7. Summed instance area of the synthesized netlist landed at between 600 and 700 um2. In the routed design, unresolved DRC markers number 0. Per the finish-stage timing summary, setup violations number 0.

Entering global routing, the biggest net connects 5 pins. Initial standard-cell utilization of the core landed at approximately 18%. Via count of the routed design landed at about 550. Gate count of the mapped netlist landed at 70.

Share of the cycle needed by the critical path after routing landed at between 90% and 100%. Input and output buffers added on the ports amount to 52. Max fanout on the critical path was recorded as 4. For this run, the register share of the synthesized area comes to 0%. Note that the worst hold path type here is input pin to output port. Signal routing reaches up to met3.

Number of slew-limit violations in the final report landed at 0. Number of standard-cell rows in the floorplan landed at 21. Number of ports placed on the die boundary landed at 52. Wire length of the first global-routing pass landed at roughly 2800 um.

The transition time recorded at the tightest slew-check pin is around 0.26 ns. Number of violations of the max-capacitance limit landed at 0. The most common logic cells in the final layout are sky130_fd_sc_hd__clkdlybuf4s50_1, sky130_fd_sc_hd__inv_1, sky130_fd_sc_hd__xnor2_1, sky130_fd_sc_hd__fa_1, sky130_fd_sc_hd__fa_2. Total half-perimeter wirelength after legalization and detailed placement landed at approximately 1700 um. Violation count after the first detailed-routing iteration landed at 4. STA classifies the critical path endpoint as an output port. Cell total after placement landed at between 150 and 200. After clock tree synthesis, the flow added hold-fix buffers numbering 0. In the Yosys report the total cell count is about 70. The number of sequential cells reported for the layout is 0. For hold timing, the worst endpoint is overflow. According to the Yosys statistics, the synthesized design has a chip area of around 610 um2. Arrival time of data at the critical path endpoint landed at just over 9 ns. Routed metal-1 wirelength landed at 675 um.

Placer congestion estimate landed at just under 0.8. The count of nets left with antenna violations once routing finished came out at 0. Excluding fillers, the count of instances in the completed layout stands at between 150 and 200. The report lists the power per cell area as between 100 and 150 mW/mm2.

The number of global-route vias before repair was roughly 640. In the final layout, the share of cells above drive strength 1 is between 8 and 9%. Final period demand of the worst path landed at 11.60 ns. Among all stages on the critical path, the largest delay is contributed by sky130_fd_sc_hd__fa_2. In the routed layout, each cell is associated on average with a via count of around 3.3. The die covers between 0.006 and 0.007 mm2.

Setup repair after global routing left no endpoint under its margin. Hold is met by between 5 and 6 ns. The run finished with clean final reports. Overall track demand over capacity in global routing landed at under 10%. The floorplan step set the die width to 80 um. Initial antenna violation count landed at 0. Height of the die landed at 80 um. Among the stages of the critical path, the cell type that occurs most often is sky130_fd_sc_hd__fa_1.

Count of tool warnings landed at 33. In this run the standard cell core region covers 0.003416 mm2. Data required time of the worst path landed at about 9.6 ns. Setup TNS landed at 0 ns. By startpoint and endpoint, the worst setup path is classified as input pin to output port. Longest individual stage delay on the worst path landed at slightly below 0.5 ns. From synthesis to final layout, the design area changed by 100.0%. Number of stages on the worst hold path landed at 4.

Routed wire length landed at about 1800 um. Wire length on met3 landed at approximately 170 um. Final routed wire length divided by cell count landed at ~11 um. Mean instance size in the synthesized netlist landed at 8.687 um2. Number of clock-tree buffers in the layout landed at 0.

The worst-case max-slew headroom was logged as between 80 and 90%. Iteration tally of the first detailed-router pass landed at 2. Total number of yosys warnings landed at 0. The total overflow left after global routing is 0.

Achievable frequency landed at between 0.08 and 0.09 GHz.
-- what timing repair did --
item / in CTS / in global routing
resized: 0 / 9
hold endpoints to repair: 0 / 0
buffers inserted: 0 / 1
setup endpoints to repair: 0 / 1
-- worst max-delay path: cells and delay by family --
kind       cells  cell delay, ns
xor+xnor       4            0.62
fa+ha+maj     16            4.73
buf+inv       10            1.44
-- cell families (layout without fill, tap and decap cells) --
| group | count (synthesis) | after routing | synth area share (%) |
|---|---|---|---|
| buffers and inverters | 36 | 88 | 22.84 |
| adders and majority gates | 17 | 17 | 53.50 |
| xor gates and xnor gates | 16 | 16 | 23.05 |
| and+or+nand+nor | 1 | 1 | 0.6167 |
-- routing by layer --
layer  global-route usage [%]  vias to the layer above
li1                         -                      282
met1                    6.029                      243
met2                    10.03                       22
met3                    1.477                        0
met4                        0                        0
met5                        0                        -
-- report_power, final --
group,switching (mW),internal (mW)
clock network,0,0
registers,0,0
logic,0.0383,0.0841
-- synth_stat cells, drive strengths merged --
library cell	n	area, um2
ha	2	25.02
xnor2	15	131.4
buf	1	7.510
inv	35	131.4
nor2	1	3.750
fa	15	300.3
xor2	1	8.760
-- cell type report --
class                           count  area [um2]
Timing Repair Buffer               53       528.0
Inverter                           35       131.4
Fill cell                         357        2200
Multi-Input combinational cell     34       499.2
Tap cell                           46       57.56
-- metrics by stage --
stage               cell area, um2  setup WS, ns  util (%)  power [mW]
floorplan                    608.1         1.538         -     0.05532
global placement              1179        0.1350     34.51      0.1196
detailed placement            1179        0.1208     34.51      0.1203
CTS                           1179        0.1060     34.51      0.1209
global route                  1216       0.03192     35.60      0.1374
finish                        1216        0.4022     35.60      0.1224
-- worst max-delay path by stage --
stage,from,end,slack (ns),cells after the start
CTS,a[0],parity,0.11,30
finish,a[0],parity,0.40,30
global route,b[0],parity,0.03,30
Power is estimated from default activity; no workload was simulated.
